### flow/config.mk
export PLATFORM = sky130hd
export DESIGN_NAME = ALU_1bit
export DESIGN_NICKNAME = ALU_1bit
export VERILOG_FILES = /design/flow/design.v
export SDC_FILE = /design/flow/constraint.sdc
export NUM_CORES = 4
export LEC_CHECK = 1
export CORE_AREA = 10 10 70 70
export DIE_AREA = 0 0 80 80
export SYNTH_HDL_FRONTEND = slang
### flow/design.v
module full_adder (i_A, i_B, i_carryIn, o_sum, o_carryOut);
    input   i_A, i_B, i_carryIn;
    output  o_sum, o_carryOut;
    assign  o_sum       =   (i_A ^ i_B) ^ i_carryIn;											 
    assign  o_carryOut  =   (i_carryIn & i_B) | (i_carryIn & i_A) | (i_A & i_B);	     
endmodule
module half_adder (i_A, i_B, o_sum, o_carryOut);
    input   i_A, i_B;
    output  o_sum, o_carryOut;
    assign  o_sum        =   i_A ^ i_B;										    	 
    assign  o_carryOut   =   i_A & i_B;	                                         
endmodule
module processUnit (i_p1, i_g1, i_p2, i_g2, o_p, o_g);
    input   i_g1, i_p1, i_g2, i_p2;
    output  o_g, o_p;
    assign  o_g =   i_g1 | i_p1 & i_g2;
    assign  o_p =   i_p1 & i_p2;         
endmodule
module processUnitLastLayer (i_p1, i_g1, i_g2,o_g);
    input   i_g1, i_p1, i_g2;
    output  o_g;
    assign  o_g =   i_g1 | i_p1 & i_g2;
endmodule
module inverter (i_inv, i_ctrl, o_inv);
    input i_inv;
	input [3:0]i_ctrl;
    output o_inv;
    assign o_inv = ( ( i_ctrl == 4'b0110) | (i_ctrl == 4'b1100) | (i_ctrl == 4'b0111)) ? ~i_inv : i_inv;		 
endmodule
module inverterA (i_A, i_ctrl, o_invA);
    input i_A; 
	 input [3:0]i_ctrl;
    output o_invA;
    assign o_invA = (i_ctrl == 4'b1100) ? ~i_A : i_A;											 
endmodule
module ALU_1bit (A, B, ctrl, carry_in, i_less, outALU, carry_out);
    input  [3:0]ctrl;
    input  A, B, carry_in, i_less;
    output reg outALU;
	 output reg carry_out;
	 wire w_outAdder, w_carryOut, w_invA, w_invB;
	 inverter  inv (B, ctrl, w_invB);
	 inverterA invA (A, ctrl, w_invA);
	 full_adder adder (w_invA, w_invB, carry_in, w_outAdder, w_carryOut);
	 always @(w_invA, w_invB, w_outAdder, ctrl, w_carryOut, i_less) begin
        case (ctrl)
            4'b0000: outALU <= w_invA & w_invB;  
            4'b0001: outALU <= w_invA | w_invB;	 
            4'b0010: outALU <= w_outAdder;		 
            4'b0110: outALU <= w_outAdder;		 
            4'b0111: outALU <= i_less;				 
            4'b1100: outALU <= w_invA | w_invB;	 
            default: outALU <= 0;
        endcase
		  carry_out <= w_carryOut;
    end
endmodule
### flow/run.sh
#!/bin/bash
# OpenROAD 26Q1-2900-gdf79404cd8, Yosys 0.63+post, stock flow scripts
make -C /OpenROAD-flow-scripts/flow DESIGN_CONFIG=/design/flow/config.mk WORK_HOME=/design/flow/orfs finish
### flow/constraint.sdc
current_design ALU_1bit

set clk_period 3.2
set clk_io_pct 0.2

create_clock -name clk0 -period $clk_period

set non_clock_inputs [all_inputs -no_clocks]
set_input_delay [expr $clk_period * $clk_io_pct] -clock clk0 $non_clock_inputs
set_output_delay [expr $clk_period * $clk_io_pct] -clock clk0 [all_outputs]
==> Implementation_results.wiki <==
== Metrics ==
{| class="wikitable"
! Metric !! Value
|-
| Number of input and output port buffers inserted || 10
|-
| Vias || 218
|-
| Final non-filler cell area || 409 sq um
|-
| Clock network fraction of design power || 0%
|-
| # Cells Yosys || 20
|-
| Hold path endpoint || outALU
|-
| DRC violation count after routing || 0
|-
| Biggest cell delay along the critical path || 0.44 ns
|-
| Core utilization at floorplan || 4.62%
|-
| Slew at the pin with the worst max-slew slack || 0.253 ns
|-
| Outcome || finished clean
|-
| Number of maximum-capacitance constraint violations || 0
|-
| Fin. max-slew vios || 0
|-
| Cell internal power dissipation || 30.7 uW
|-
| Global-route wire length before repair || 1100 um
|-
| Top-level I/O count || 10
|-
| Slew headroom || 82.9%
|-
| Number of diodes added for antenna fixing || 0
|-
| Total wirelength of the detailed-routed design || 638 um
|-
| Combinational cell fraction of total power || 100.0%
|-
| Via/cell ratio || 2.56
|-
| Category of the critical setup timing path || in -> out
|-
| Worst path arrival time || 2.42 ns
|-
| Slack of the critical path || 0.141 ns
|-
| Die width || 80 um
|-
| Tool warnings || 34
|-
| Mean Syn Cell Area || 7.88 sq um
|-
| Hold Vio Cnt, Final || 0
|-
| Met3 usage || 1.48%
|-
| Chip area || 0.00640 sq mm
|-
| Post-synth design cell area || 158 sq um
|-
| GR Util All Layers || 2.03%
|-
| Hold Path Origin || ctrl[2]
|-
| Vert. Die Dim || 80 um
|-
| Critical Path Start Type || input pin
|-
| Worst path required time || 2.56 ns
|-
| Syn. warnings || 0
|-
| Leading cell types in the layout, fill and taps excluded || sky130_fd_sc_hd__buf_4, sky130_fd_sc_hd__inv_1, sky130_fd_sc_hd__clkdlybuf4s50_1, sky130_fd_sc_hd__dlygate4sd2_1, sky130_fd_sc_hd__ha_1
|-
| Number of antenna violations at the first check in global routing || 0
|-
| Critical-path top delay cell || sky130_fd_sc_hd__fa_1
|-
| Total global routing overflow || 0
|-
| First drt pass iteration count || 2
|-
| Routed len/inst || 7.51 um
|-
| Maximum achievable frequency || 327 MHz
|-
| Worst min-delay path class || in -> out
|-
| Most frequent logic cell in the layout || sky130_fd_sc_hd__buf_4
|-
| Series of cell instances along the critical path || dlygate4sd2_1 > and4bb_2 > a31o_4 > xnor2_4 > fa_1 > o21ai_1 > o31ai_1 > o22ai_1 > buf_2
|-
| Switching share of power || 38.1%
|-
| Dpl ws || -0.617 ns
|-
| Static leakage || 0.177 nW
|-
| Post-synthesis cell count || 20
|-
| Pin count of the biggest net entering global routing || 7
|-
| Setup repair after global routing missed its margin || no
|-
| Grt peak-use layer || met1
|-
| Flop Count || 0
|-
| Combined flip-flop and latch cell area || 0 sq um
|-
| Share of final-layout standard cells stronger than drive strength 1 || 35.9%
|-
| Placed Instance Area || 383 sq um
|-
| Met2 track utilization from global routing || 2.41%
|-
| Portion of total power attributed to sequential cells || 0%
|-
| Core Box Area || 0.00342 sq mm
|-
| Hold Crit Depth || 5
|-
| Cell types occupying the most area after synthesis || sky130_fd_sc_hd__ha_1, sky130_fd_sc_hd__fa_1, sky130_fd_sc_hd__inv_1
|-
| Count of cell types in the netlist || 13
|-
| Net switching power || 18.9 uW
|-
| Endpoints failing setup || 0
|-
| Yosys chip area || 158 sq um
|-
| Via count of the first global-routing pass || 226
|-
| Worst supply voltage drop on vdd || 31.7 uV
|-
| Fraction of met1 tracks used by global routing || 2.97%
|-
| Hold buffers post-CTS || 0
|-
| Detailed-placement wirelength estimate || 522 um
|-
| Top cell area share || 15.9%
|-
| Minimum clock period || 3.06 ns
|-
| Pwr per Cell Area || 121 mW/mm^2
|-
| Final standard cell utilization of the core || 12.0%
|-
| Endpoint type of the worst setup path || primary output
|-
| Top fanout value on the critical path || 2
|-
| Final worst hold slack || 1.86 ns
|-
| Synth-to-layout area growth || 160%
|-
| Count of clock-net buffers in the final layout || 0
|-
| Share of the cycle needed by the critical path after routing || 95.6%
|-
| Residual antenna-violating net count after detailed routing || 0
|-
| Post-synthesis sequential area ratio || 0%
|-
| Weighted congestion reported at the end of routability-driven placement || 0.766
|-
| Cell taking the most area after synthesis || sky130_fd_sc_hd__ha_1
|-
| Num rows || 21
|-
| Starting DRT DRC Count || 4
|}
-- cell families after synthesis --
family          count (synthesis)  synth area share (%)
compound gates                  7                  29.4
buf+inv                         5                  11.9
xor+xnor                        3                  16.7
fa+ha+maj                       3                  28.6
simple gates                    2                  13.5
-- power groups by stage --
| stage | Clock (mW) | Sequential (mW) | Combinational [mW] |
|---|---|---|---|
| final | 0 | 0 | 0.0496 |
| after global routing | 0 | 0 | 0.0550 |
| after CTS | 0 | 0 | 0.0484 |
-- what timing repair did --
action                     4_1_cts  5_1_grt
buffers inserted                 0        0
resized                         11        2
pin swaps                        5        5
setup endpoints to repair        2        1
-- worst max path at each step --
stage | start | endpoint | slack [ns] | cells past startpoint
final | ctrl[2] | outALU | 0.14 | 9
after global routing | ctrl[1] | outALU | 0.007 | 9
after CTS | ctrl[3] | outALU | 0.03 | 9
-- layout make-up --
type,count,area [sq um]
Fill cell,403,3010
Tap cell,46,57.6
Timing Repair Buffer,19,159
Multi-Input combinational cell,15,174
Inverter,5,18.8
-- cell usage after synthesis (all sizes together) --
cell type / number
nor4b: 1
inv: 5
xor2: 1
and4bb: 1
fa: 1
ha: 2
a21oi: 1
a31o: 1
a41oi: 1
o22ai: 1
xnor2: 2
o31ai: 1
o21ai: 2
-- routing by layer --
layer	wire length (um)	part of all wire (%)
met5	0	0
met4	0	0
met3	114	18
met2	175	27
met1	348	55
-- per-stage QoR --
| stage | TNS, ns | power, mW | instances |
|---|---|---|---|
| 2_1_floorplan | 0 | 0.0146 | 20 |
| 3_3_place_gp | -0.670 | 0.0449 | 85 |
| 3_5_place_dp | -0.711 | 0.0457 | 85 |
| 4_1_cts | 0 | 0.0484 | 85 |
| 5_1_grt | 0 | 0.0550 | 85 |
| 6_report | 0 | 0.0496 | 85 |
-- worst max-delay path, delay by kind of cell --
family / cells / cell delay, ns
and+or+nand+nor: 1 / 0.24
buffers and inverters: 2 / 0.36
AOI/OAI and AO/OA: 4 / 0.59
adders and majority gates: 1 / 0.44
xor gates and xnor gates: 1 / 0.15
Power figures rest on the tool's default switching activity, not on a simulated workload.
